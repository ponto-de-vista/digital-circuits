--- ./run.sh ---
#!/bin/bash
# OpenROAD 26Q1-2900-gdf79404cd8, Yosys 0.63+post, stock flow scripts
make -C /OpenROAD-flow-scripts/flow DESIGN_CONFIG=/design/flow/config.mk WORK_HOME=/design/flow/orfs finish
--- ./config.mk ---
export PLATFORM = sky130hd
export DESIGN_NAME = registrador_8bits
export DESIGN_NICKNAME = registrador_8bits
export VERILOG_FILES = /design/flow/design.v
export SDC_FILE = /design/flow/constraint.sdc
export NUM_CORES = 4
export LEC_CHECK = 1
export CORE_AREA = 10 10 70 70
export DIE_AREA = 0 0 80 80
--- ./constraint.sdc ---
current_design registrador_8bits

set clk_period 1.3
set clk_io_pct 0.2

create_clock -name clk0 -period $clk_period [get_ports {clk}]

set non_clock_inputs [all_inputs -no_clocks]
set_input_delay [expr $clk_period * $clk_io_pct] -clock clk0 $non_clock_inputs
set_output_delay [expr $clk_period * $clk_io_pct] -clock clk0 [all_outputs]
--- ./design.v ---
module flipflopD(D, clk, pr, clr, Q, Qn);
    input D, clk, pr, clr;
    output reg Q;
    output Qn;
    always @(negedge clk, posedge pr, posedge clr) begin
        if(pr == 1)begin
            Q <= 1;
        end 
        else if(clr == 1)begin
            Q <= 0;
        end
        else begin 
            Q <= D;
        end
    end
    assign Qn = ~Q;
endmodule
module registrador_8bits(D, clk, pr, clr, Q, Qn);
    input [7 : 0] D;
    input clk, pr, clr;
    output [7 : 0]Q, Qn;
    genvar i;
    generate
        for (i = 0; i < 8; i = i + 1) begin
            flipflopD ff (.D(D[i]), .clk(clk), .pr(pr), .clr(clr), .Q(Q[i]), .Qn(Qn[i]));
        end
    endgenerate
endmodule
==> ci_impl_report.md <==
## Implementation flow summary

| Metric | Value |
|---|---|
| Run status | `finished with violations` |
| Violations in the final reports | `setup timing` |
| Synth warn | `2` |
| Critical Path Source Type | `flop` |
| Register containing the most flip-flops in the final layout | `genblk1.ff.Q` |
| Pwr dens | `about 1000 nW/um^2` |
| Met2 layer wire length in the routed design | `roughly 440 um` |
| Slew of the pin with the lowest slew margin | `~120 ps` |
| Max VDD drop | `0.178 mV` |
| ANT nets after route | `0` |
| First-pass GRT wire length | `~1200 um` |
| Data arrival time of the worst path | `approximately 1600 ps` |
| Ant. Diodes | `0` |
| Cell type with the largest total area | `sky130_fd_sc_hd__dfbbn_1` |
| Count of instantiated cells in the yosys netlist | `26` |
| Inst Count DP | `roughly 84` |
| Maximum number of pins on one net before global-route repair | `9` |
| Number of buffers between clock root and the deepest sink | `2` |
| Count of hold-fix buffers inserted at cts | `0` |
| Detailed-route via count | `around 230` |
| Number of max-cap violations | `0` |
| Drt initial violations | `12` |
| Worst slew slack as a fraction of its limit | `0.921` |
| Clock slew at reported path FFs | `about 40 ps` |
| Final setup fails | `16` |
| Number of buffer cells added on primary ports | `26` |
| Number of cells in the finished layout apart from fillers | `87` |
| First-pass detailed-route iteration total | `2` |
| Worst setup path class | `flop to primary output` |
| Critical path peak fanout | `1` |
| Routed wirelength normalized by instance count | `slightly above 10 um` |
| Sequential area share after synthesis | `0.667` |
| Buffering stage count on the worst path with inverters included | `1` |
| Die H | `80 um` |
| Mapped Area | `just under 400 um^2` |
| Portion of synthesized cell area occupied by the leading cell type | `0.667` |
| Core utilization at floorplan | `0.114` |
| Via count of the first global-routing pass | `between 200 and 250` |
| Depth of the CTS H-tree | `1` |
| Area of the core | `between 3000 and 4000 um^2` |
| Drc violations | `0` |
| Largest registers | `genblk1.ff.Q (8)` |
| Number of flip-flops under the largest register name | `8` |
| Setup repair after global routing missed its margin | `yes` |
| Delay-heaviest family, CP | `flip-flops` |
| Number of distinct library cells after synthesis | `4` |
| TritonCTS Sinks | `8` |
| Final worst slack | `-512 ps` |
| Instance count of the mapped netlist | `26` |
| Placed cell area | `approximately 600 um^2` |
| Std cell rows | `21` |
| Overflow left after global routing | `0` |
| GR Util All Layers | `0.0250` |
| TritonCTS clock tree | `done` |
| Hold/Removal Path Class | `input pin to asynchronous set/reset pin` |
| Post-synth area hogs | `sky130_fd_sc_hd__dfbbn_1 (67%), sky130_fd_sc_hd__buf_4 (31%), sky130_fd_sc_hd__nand2b_1 (1.6%), sky130_fd_sc_hd__inv_1 (0.96%)` |
| Number of pins with negative max-slew slack in the final report | `0` |
| Number of antenna violations at the first check in global routing | `0` |
| Fraction of layout instances using a drive strength above 1 | `0.537` |
| Crit path cell chain | `buf_2` |
| Yosys synthesis chip area | `about 390 um^2` |
| Hold Fails Final Rpt | `0` |
| DR top layer | `met4` |
| Detail-routed via count per cell | `~2.6` |
| Critical path's slowest cell | `sky130_fd_sc_hd__dfbbn_1` |
| Flip-flop and latch count after synthesis | `8` |
| Met3 WL | `170 um` |
| CTS buffer count | `3` |
| Area of the die | `between 6000 and 7000 um^2` |
| Worst setup EP type | `primary output` |
| Largest stage delay, worst path | `540 ps` |
| Final RePlAce weighted congestion | `between 0.7 and 0.8` |
| Number of warnings the tools reported | `28` |
| Post-detailed-routing wire length | `a little under 900 um` |
| HPWL after detailed placement | `805 um` |
| Final Cell Area | `554 um^2` |
| Die width | `about 80 um` |
| Leakage | `approximately 0.26 nW` |
| Aggregate negative setup slack | `-7610 ps` |
| Clk Tree Root Cell | `sky130_fd_sc_hd__clkbuf_4` |
| Area grow syn2layout | `42.0%` |
| DRT met1 WL | `~250 um` |
| Req. time, crit path | `1040 ps` |
| I/O pin total | `27` |
| Mean Syn Cell Area | `approximately 15 um^2` |
[timing repair]
item,in CTS,in global routing
hold endpoints to repair,0,0
setup endpoints to repair,24,20
buffers inserted,0,0
pin swaps,0,0
resized,51,1
gates cloned,0,0
[cells by family (layout without fill, tap and decap cells)]
group,count (synthesis),count (layout),synth area share
and+or+nand+nor,1,1,0.0160
DFF,8,8,0.667
buffers and inverters,17,32,0.317
[metal layers]
metal | global-route usage | up-vias
met3 | 0.0193 | 2
met5 | 0 | -
met1 | 0.0192 | 101
met2 | 0.0433 | 17
li1 | - | 107
met4 | 0.0141 | 0
[worst paths after layout]
kind / start / to / slack (ps) / cells past startpoint
max: genblk1[2].ff.Q$_DFFSR_NPP_ / Q[2] / -510 / 1
min: clr / genblk1[3].ff.Q$_DFFSR_NPP_ / 830 / 2
min in group clk0: D[2] / genblk1[2].ff.Q$_DFFSR_NPP_ / 1050 / 1
max in group asynchronous: pr / genblk1[7].ff.Q$_DFFSR_NPP_ / 190 / 2
[area by class of cell]
type	count	area [um^2]
fillers	383	2860
well taps	46	57.6
multi-input cells	1	13.8
flip-flops and latches	8	260
repair buffers	28	196
inverters	1	3.75
clock buffers	3	22.5
[stage by stage]
step                utilization  hold WS, ps  total power, mW  setup slack (ps)
global route              0.162          839            0.591              -556
floorplan                     -          867            0.350              -243
finish                    0.162          834            0.553              -512
detailed placement        0.177         1320            0.409              -575
CTS                       0.162          964            0.565              -523
global placement          0.177         1320            0.406              -577
[report_power, final]
part / leakage [nW] / switching (mW) / internal (mW)
Clock: 0.0138 / 0.0723 / 0.105
Sequential: 0.109 / 0.00510 / 0.307
Combinational: 0.136 / 0.0167 / 0.0468
[cells in the mapped netlist]
library cell                n
sky130_fd_sc_hd__buf_4     16
sky130_fd_sc_hd__dfbbn_1    8
sky130_fd_sc_hd__inv_1      1
sky130_fd_sc_hd__nand2b_1   1
[placed cells by master, fill, tap and decap left out]
master	netlist	final
sky130_fd_sc_hd__inv_1	1	1
sky130_fd_sc_hd__dfbbn_1	8	8
sky130_fd_sc_hd__dlygate4sd2_1	0	1
sky130_fd_sc_hd__clkdlybuf4s50_1	0	8
sky130_fd_sc_hd__nand2b_4	0	1
sky130_fd_sc_hd__dlymetal6s2s_1	0	1
sky130_fd_sc_hd__buf_2	0	16
sky130_fd_sc_hd__buf_4	16	2
sky130_fd_sc_hd__clkbuf_4	0	3
Power and IR drop assume default switching activity.
